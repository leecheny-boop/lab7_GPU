==> design/flow/design.v <==
module dmem(
    input  clk,
    input  mem_read,       
    input  mem_write,      
    input  [7:0]   addr,           
    input  [63:0]  write_data,     
    output reg  [63:0]  read_data       
);
    reg [63:0] mem [0:255];  
    always @(*) begin
        if(mem_read)
            read_data = mem[addr];
        else
            read_data = 64'd0;
    end
    always @(posedge clk) begin
        if (mem_write)
            mem[addr] <= write_data;
    end
endmodule
==> design/flow/run.sh <==
#!/bin/bash
# OpenROAD 26Q1-2900-gdf79404cd8, Yosys 0.63+post, stock flow scripts
make -C /OpenROAD-flow-scripts/flow DESIGN_CONFIG=/design/flow/config.mk WORK_HOME=/design/flow/orfs finish
==> design/flow/config.mk <==
export PLATFORM = sky130hd
export DESIGN_NAME = dmem
export DESIGN_NICKNAME = dmem
export VERILOG_FILES = /design/flow/design.v
export SDC_FILE = /design/flow/constraint.sdc
export NUM_CORES = 4
export LEC_CHECK = 1
export CORE_UTILIZATION = 40
export SYNTH_MEMORY_MAX_BITS = 65536
==> design/flow/constraint.sdc <==
current_design dmem

set clk_period 111.6
set clk_io_pct 0.2

create_clock -name clk0 -period $clk_period [get_ports {clk}]

set non_clock_inputs [all_inputs -no_clocks]
set_input_delay [expr $clk_period * $clk_io_pct] -clock clk0 $non_clock_inputs
set_output_delay [expr $clk_period * $clk_io_pct] -clock clk0 [all_outputs]
==> changes_impl.md <==
## Implementation

* Synth Area in Compound Gates at 3.77%
* Clock Tree Buf Depth at 6
* Total CTS buffers at about 1700
* Post-layout min period at 55.18 ns
* Detailed-route DRC error count at 0
* Worst Hold Path Cells at 1
* Finished Cell Area at approximately 0.72 mm²
* Slew Limit Fails at 0
* Simple share at 1.51%
* Logic pwr share at under 10%
* Cell area power density at around 18 mW/mm²
* Area after DPL at roughly 0.66 mm²
* Slew headroom at under 10%
* Post-Layout Cell Count at ~53000
* Final setup fails at 0
* Post-Syn Instances at about 29000
* Die width at 1.25 mm
* Total congestion overflow at 0
* Worst setup EP type: output pin
* Synth logic family: multiplexers
* Layout cell share with drive strength beyond 1 at a little under a quarter
* DP Cell Count at ~50000
* Crit Path Class: in -> out
* Hold_sp: write_data[21]
* Top FF cell, synth: edfxtp_1
* Internal at between 10 and 15 mW
* First-pass GRT wire length at ~2600 mm
* Tool warnings at 35
* Hold EP: mem[80][21]
* Vias in the first global route at 343000
* Post-CTS Setup Bufs at 0
* Top cells by count: edfxtp_1, mux4_2, mux2i_1
* Cell variety after synth at between 50 and 60
* TNS Setup at 0 ns
* # Cells Yosys at about 29000
* Post-synth seq share at between 70 and 80%
* Flop pwr share at approximately 53%
* Peak supply drop at 14.6 µV
* Core Footprint at around 1.6 mm²
* Clock power share at 41.6%
* Die area at roughly 1.6 mm²
* Critical Path RT at around 89 ns
* Max FFs per register at ~16000
* Starting DRT DRC Count at approximately 22000
* Hold WC Path Type: in -> reg
* Num Clock Sinks at 16400
* Largest registers: mem: 16384 flops
* Max cap viols at 0
* Lkg Pwr at approximately 230 nW
* Clk pin slew, worst setup/hold paths at around 0.060 ns
* Arr. time, crit path at between 30 and 40 ns
* YS warnings at 1
* Psw at 2.73 mW
* Status: completed
* H-Tree Level Count at 7
* Logic area at 0.129 mm²
* RSZ-0062 raised after global routing: no
* Antenna violations before repair at roughly 160
* Pre-antenna DRT Iters at 6
* MUX area fraction at about 15%
* All-layer global routing usage at between 20% and 30%
* Top area cell types: edfxtp_1, mux4_2, mux2i_1
* FF+latch area at 0.492 mm²
* CTS hold repair buffers at 0
* Worst slew pin tran at about 1.4 ns
* Sw frac at between 20% and 30%
* Post-synth top area cell: edfxtp_1
* Synth top area share at between 70 and 80%
* Worst Setup Start Kind: input port
* GPL Wtd Cong at roughly 0.9
* Fill cells at around 130k
* PortBufs at around 140
* Final Cycle Share at between 40 and 50%
* Post_cts resized at 0
* Detail Route Antenna Nets at 0
* Async SR Flop Fraction at 0%
* Largest net degree at the start of global routing at 103
* Final hold violation count at 0
* Yosys adder share at 0%
* Flip-flops with a built-in enable at 16400
* Yosys stat area at around 0.63 mm²
* Num rows at ~460
* Post-Synth XOR/XNOR Area at 0%
* Vias at 314000
* Die Y at 1.25 mm
* Vias per cell at approximately 6
* Avg Cell Area, Syn at 21.5 µm²
* Worst Path Max Fanout at about 84
* Init Core Util at 40.1%
* Total power draw at roughly 13 mW
* Routed WL per cell at between 30 and 40 µm
* Root Buffer Master: clkbuf_16
* DP HPWL at about 1100 mm
* WL final at 1890 mm
* Most flops, register: mem
* CTS tree: done
* Synth Register Bits at between 15000 and 20000
* Max Fclk at 18.1 MHz
* Area grow syn2layout at 14.3%
* Boundary Pins at roughly 140
* Top-count cell post-synth: edfxtp_1
* Cell Area, Synth at approximately 0.63 mm²
placed cells by master, fill, tap and decap left out, types with 120 or more instances in the layout:
cell and instances:
a21oi_1 330, nand2_1 332, nor2_1 323, mux2_2 126
edfxtp_1 16400, nor2b_1 132, nand3_1 258, clkinv_2 272
nor4_1 120, a31oi_1 133, mux4_2 2882, clkbuf_1 362
mux2i_1 2621, o22ai_1 512, diode_2 361, nor2_4 234
a22oi_1 1149, buf_4 1793, clkinv_1 462, clkbuf_16 1719
o21ai_0 240, a211oi_1 316, o2111ai_1 231
cells by family after synthesis:
group,after synthesis
DFF,16400
AOI/OAI and AO/OA,3393
muxes,5629
and+or+nand+nor,1885
buffers and inverters,1760
stage by stage:
stage	hold WS, ns	setup slack, ns	utilization (%)
finish	21.31	56.42	45.8
global placement	22.69	56.62	42.5
detailed placement	22.70	56.56	42.5
global route	21.27	56.10	45.8
CTS	21.24	56.53	45.8
floorplan	22.42	64.83	-
how the worst max path moves through the flow:
stage | start | to | slack (ns) | depth (start not counted)
CTS | addr[1] | read_data[43] | 56.53 | 20
global route | addr[1] | read_data[43] | 56.10 | 20
finish | addr[1] | read_data[43] | 56.42 | 20
metal layers:
layer | vias up | wire length [µm] | GRT usage, %
li1 | 128000 | - | -
met1 | 156000 | 528000 | 26.9
met2 | 26000 | 833000 | 35.8
met3 | 3868 | 430000 | 26.5
met4 | 213 | 92700 | 9.99
met5 | - | 9850 | 5.60
area by class of cell:
| cell class | count | share of cell area [%] |
|---|---|---|
| Clock inverter | 906 | 0.970 |
| Timing Repair Buffer | 1990 | 2.30 |
| Multi-Input combinational cell | 10900 | 18.0 |
| Clock buffer | 2081 | 6.20 |
| Inverter | 4 | 0.00315 |
| Sequential cell | 16400 | 68.8 |
| Tap cell | 20700 | 3.63 |
| Antenna cell | 361 | 0.126 |
critical path, cell delays in order:
cell             delay, ns
buf_16                0.36
buf_4                 0.59
buf_4                 0.68
buf_4                 0.59
buf_4                 0.64
buf_4                 0.67
buf_4                 0.67
buf_4                 0.57
buf_4                 0.73
buf_4                 0.67
mux2i_1               0.19
a22oi_1               0.29
a22oi_1               0.15
o2111ai_2             0.35
buf_4                 0.21
o21ai_1               0.49
buf_4                 0.36
a21oi_1               0.58
nor4bb_2              0.71
clkdlybuf4s50_1       0.58
power groups by stage:
stage	registers (mW)	logic, mW	clock network [mW]
finish	6.79	0.663	5.31
global route	6.78	0.698	5.61
CTS	6.79	0.661	5.38
Power figures rest on the tool's default switching activity, not on a simulated workload.
