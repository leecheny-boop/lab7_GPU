`/design/flow/config.mk`:
```
export PLATFORM = sky130hd
export DESIGN_NAME = reg_file
export DESIGN_NICKNAME = reg_file
export VERILOG_FILES = /design/flow/design.v
export SDC_FILE = /design/flow/constraint.sdc
export NUM_CORES = 4
export LEC_CHECK = 1
export CORE_UTILIZATION = 30
```
`/design/flow/constraint.sdc`:
```
current_design reg_file

set clk_period 34.4
set clk_io_pct 0.2

create_clock -name clk0 -period $clk_period [get_ports {clk}]

set non_clock_inputs [all_inputs -no_clocks]
set_input_delay [expr $clk_period * $clk_io_pct] -clock clk0 $non_clock_inputs
set_output_delay [expr $clk_period * $clk_io_pct] -clock clk0 [all_outputs]
```
`/design/flow/design.v`:
```
module reg_file (
    input clk, rst, write_en,
    input  [3:0]  rd,  
    input  [63:0] rd_data,  
    input  [3:0] rs1_addr,
    input  [3:0] rs2_addr,
    input  [3:0] rs3_addr,
    output reg  [63:0]  rs1_data,
    output reg  [63:0]  rs2_data,
    output reg  [63:0]  rs3_data
);
    reg [63:0] regs [0:15];
    integer i;
    always @(posedge clk) begin
        if (rst) begin
            for (i = 0; i < 16; i = i + 1)
                regs[i] <= 64'b0;
        end 
        else begin
            if (write_en && (rd != 4'b0)) begin  
                regs[rd] <= rd_data;
            end
            regs[0] <= 64'd0;   
        end
    end
    always @(*) begin
        if (rs1_addr == 4'd0)
            rs1_data = 64'd0;
        else if (write_en && rs1_addr == rd && rd != 4'd0)
            rs1_data = rd_data;      
        else
            rs1_data = regs[rs1_addr];
        if (rs2_addr == 4'd0)
            rs2_data = 64'd0;
        else if (write_en && (rs2_addr == rd && rd != 4'd0))
            rs2_data = rd_data;
        else
            rs2_data = regs[rs2_addr];
        if (rs3_addr == 4'd0)
            rs3_data = 64'd0;
        else if (write_en && (rs3_addr == rd && rd != 4'd0))
            rs3_data = rd_data;
        else
            rs3_data = regs[rs3_addr];
    end
endmodule
```
`/design/flow/run.sh`:
```
#!/bin/bash
# OpenROAD 26Q1-2900-gdf79404cd8, Yosys 0.63+post, stock flow scripts
make -C /OpenROAD-flow-scripts/flow DESIGN_CONFIG=/design/flow/config.mk WORK_HOME=/design/flow/orfs finish
```
==> results.txt <==
From the run reports.

- The final layout contains routed wiring with a total length of 242 mm.
- The width of the die reads 455 um.
- Before placement the cells fill 30.2% of the core.
- The completed layout was analyzed and its total power is 3.34 mW.
- The flip-flop count of the largest register, all copies and words added is 1024.
- Timing would allow up to 55.7 MHz.
- The total die size reads 0.207 mm^2.
- The total of cells resized after clock tree synthesis is 0.
- The first global-routing pass estimated 339 mm of wire.
- Setup violations remaining at the end of the flow were counted as 0.
- The number of buffers added for setup after CTS reads 0.
- The post-route fraction of the period consumed by the critical path is 52.2%.
- The largest net degree at the start of global routing reads 77.
- The vertical die size is 455 um.
- The number of top-level pins reads 275.
- The initial antenna violation count reads 16.
- The largest registers in the layout are regs: 1024 flops.
- The clock transition at the register clock pins on the worst setup and hold paths after CTS reads 60 ps.
- The flow reports that combinational logic draws 17.4% of the design power.
- The total clock sinks is 1024.
- The final weighted congestion in routability-driven placement is 0.896.
- By startpoint and endpoint, the worst setup path is classified as in2out.
- The number of cell instances after yosys synthesis reads 4067.
- The post-synthesis average cell area reads 15.2 um^2.
- The deepest clock path buffer count reads 3.
- The max-cap check violation count reads 0.
- The number of vias per cell after detailed routing reads 5.89.
- TritonRoute reported its final design rule violation total as 0.
- The area recorded from the Yosys report for this design is 0.0616 mm^2.
- The clock network power share reads 38.2%.
- The clock root buffer master reads sky130_fd_sc_hd__clkbuf_16.
- The worst hold path class is in2reg.
- The leakage component of the power reads 24.4 nW.
- The iteration tally of the first detailed-router pass is 5.
- The count of vias placed by the detailed router reads 41.2k.
- The share of synthesized area in the top cell type comes to 46.8%.
- The type of destination of the critical path reads an output pin.
- The final critical-path setup slack reads 16450 ps.
- The signal arrival time at the worst endpoint is 11070 ps.
- The number of DRC violations after detailed-routing iteration 0 reads 2572.
- The global-route usage over all layers reads 25.0%.
- Across all stage logs, warnings added up to 26.
- The largest area contributor in the synthesized netlist is sky130_fd_sc_hd__edfxtp_1.
- The largest driver fanout on the critical path reads 50.
- The half-perimeter wire length of the detailed placement result reads 138 mm.
- For the finished layout, the period the worst path requires is 17950 ps.
- TritonCTS built the clock tree.
- The floorplan has 166 rows.
- STA classifies the critical path startpoint as a primary input.
- The flip-flop and latch count after synthesis is 1024.
- The hold-critical path endpoint is regs[14][16]$_SDFFCE_PN0P_.
- Counting instances, the worst hold path has a depth of 2.
- In this run the layout overhead on the synthesized area is reported as 15.5%.
- Per the final report, max-transition violations number 0.
- The final hold violation count recorded for this run is 0.
- The number of synthesis warnings is 1.
- The OpenROAD report gives the critical path a required time of 27520 ps.
- The count of H-tree levels built during CTS reads 3.
- The internal power component is 2.45 mW.
- The fraction of layout cells with a size suffix above 1 is 26.4%.
- Fill cells in the final layout number 19.1k.
- For this run, the share of the core covered by cells in the final layout is 34.9%.
- The sequential area share after synthesis is 48.8%.
- In this run, distinct cell masters in the synthesized netlist total 31.
- The minimum setup slack after placement reads 16370 ps.
- The fraction of power spent switching nets is 26.6%.
- Setup repair after global routing left no endpoint under its margin.
- The final layout reports a setup TNS of 0 ps.
- The net switching component of the power reads 0.888 mW.
- The flow ran to the end, and the final reports show no timing, DRC or antenna violations.
- The highest supply drop recorded on VDD is 0.0464 mV.
- The beginning of the worst hold path reads rd_data[16].
- Once detail routing completed, the nets flagged for antenna violations numbered 0.
- The global route total overflow reads 0.
- Final hold analysis gives a worst-case slack of 7160 ps.
- The number of buffers added on ports reads 274.
- The combined area of all synthesized cells is 0.0616 mm^2.
- The relative slew slack is 39.4%.
- The routed wire length per instance reads 34.5 um.
- The via count of the first global-routing pass reads 45.4k.
- The report puts the hold buffer count at CTS at 0.
- The clock buffer count from CTS is 117.
- At the pin with the least slew margin, the transition time is 906 ps.
- In this run the power density over the cells is 46.9 mW/mm^2.
- The proportion of power drawn by flip-flops and latches reads 44.4%.
- The placeable core area reads 0.204 mm^2.
- The number of instances in the synthesized netlist reads 4067.
- The main area contributors are sky130_fd_sc_hd__edfxtp_1 (47%), sky130_fd_sc_hd__mux4_2 (28%), sky130_fd_sc_hd__and2_1 (9.8%), sky130_fd_sc_hd__a22oi_1 (4.0%), sky130_fd_sc_hd__a22o_1 (2.7%).
- More flip-flops sit in one register than any other, and that register is regs.
## synthesized netlist by cell type (all sizes together)
cell / n
xor2: 6
nor2: 18
mux4: 768
nand3b: 4
nand4: 1
and4: 1
mux2i: 81
nand2b: 2
xnor2: 6
buf: 183
nand2: 167
conb: 1
a22o: 192
a41oi: 1
nand3: 4
clkbuf: 284
o31a: 2
nor4: 1
and2: 963
o41a: 1
or4: 2
nor3: 5
or2: 15
a22oi: 328
dfxtp: 64
edfxtp: 960
nor2b: 7
## power by group through the flow
stage | Sequential (mW) | Clock, mW | Combinational, mW
CTS | 1.48 | 1.29 | 0.583
global route | 1.50 | 1.34 | 0.614
finish | 1.49 | 1.28 | 0.582
## cells in the final DEF, fill, tap and decap left out, types with 3 or more instances in the layout
| cell | Yosys | final |
|---|---|---|
| sky130_fd_sc_hd__nor3_2 | 2 | 3 |
| sky130_fd_sc_hd__a22oi_1 | 328 | 328 |
| sky130_fd_sc_hd__diode_2 | 0 | 12 |
| sky130_fd_sc_hd__nor2_1 | 18 | 3 |
| sky130_fd_sc_hd__nand3b_1 | 4 | 4 |
| sky130_fd_sc_hd__clkbuf_1 | 284 | 30 |
| sky130_fd_sc_hd__nor2_4 | 0 | 15 |
| sky130_fd_sc_hd__mux2i_1 | 81 | 81 |
| sky130_fd_sc_hd__bufinv_16 | 0 | 11 |
| sky130_fd_sc_hd__clkdlybuf4s50_1 | 0 | 266 |
| sky130_fd_sc_hd__clkbuf_16 | 0 | 119 |
| sky130_fd_sc_hd__clkinv_16 | 0 | 3 |
| sky130_fd_sc_hd__xnor2_1 | 6 | 6 |
| sky130_fd_sc_hd__or2_4 | 0 | 15 |
| sky130_fd_sc_hd__mux4_2 | 768 | 768 |
| sky130_fd_sc_hd__buf_4 | 59 | 125 |
| sky130_fd_sc_hd__buf_12 | 0 | 12 |
| sky130_fd_sc_hd__clkbuf_8 | 0 | 8 |
| sky130_fd_sc_hd__buf_8 | 0 | 6 |
| sky130_fd_sc_hd__clkinv_1 | 0 | 18 |
| sky130_fd_sc_hd__a22o_1 | 192 | 192 |
| sky130_fd_sc_hd__nor2b_4 | 0 | 6 |
| sky130_fd_sc_hd__nand2_1 | 167 | 167 |
| sky130_fd_sc_hd__xor2_1 | 6 | 6 |
| sky130_fd_sc_hd__and2_1 | 963 | 960 |
| sky130_fd_sc_hd__dfxtp_1 | 64 | 64 |
| sky130_fd_sc_hd__clkinv_2 | 0 | 21 |
| sky130_fd_sc_hd__edfxtp_1 | 960 | 960 |
| sky130_fd_sc_hd__nand3_1 | 4 | 4 |
| sky130_fd_sc_hd__conb_1 | 1 | 64 |
| sky130_fd_sc_hd__clkinv_4 | 0 | 3 |
| sky130_fd_sc_hd__clkinvlp_4 | 0 | 6 |
## stage by stage
step,std cells,instance area [um^2]
final,6995,71200
after global routing,6987,71200
after CTS,6983,71200
after detailed placement,6761,67300
after global placement,6761,67300
after floorplan,4130,61900
## layout make-up
class | instances | area (um^2) | share of cell area (%)
antenna | 12 | 30.0 | 0.0422
clock buffer | 157 | 3200 | 4.49
clock inverter | 65 | 706 | 0.991
multi-input combinational | 2639 | 29900 | 41.9
sequential | 1024 | 30100 | 42.3
tap | 2688 | 3360 | 4.72
timing repair buffer | 410 | 3940 | 5.54
## critical path, cell delays in order
cell and delay, ps:
sky130_fd_sc_hd__buf_8 460, sky130_fd_sc_hd__buf_4 670, sky130_fd_sc_hd__buf_4 740, sky130_fd_sc_hd__buf_4 570, sky130_fd_sc_hd__mux4_2 570, sky130_fd_sc_hd__a22oi_1 260
sky130_fd_sc_hd__nand2_1 150, sky130_fd_sc_hd__a22o_1 230, sky130_fd_sc_hd__clkdlybuf4s50_1 430
## cell families after synthesis
kind of cell    Yosys count  synth area share (%)
buf+inv                 467                  3.47
other cells               1               0.00608
simple gates           1190                  11.3
flops                  1024                  48.8
xor+xnor                 12                 0.170
compound gates          524                  6.80
mux                     849                  29.4
## how the worst max path moves through the flow
| stage | end | depth (start not counted) | start | slack, ps |
|---|---|---|---|---|
| after CTS | rs1_data[5] | 9 | rs1_addr[0] | 16370 |
| after global routing | rs1_data[5] | 9 | rs1_addr[0] | 16140 |
| final | rs1_data[5] | 9 | rs1_addr[0] | 16450 |
## metal layers
metal | part of all wire [%] | GRT usage (%) | up-vias
met5 | 0.17 | 1.82 | -
met4 | 6.2 | 12.1 | 26
met3 | 17 | 18.4 | 707
met2 | 47 | 37.6 | 3327
met1 | 30 | 25.5 | 20600
li1 | - | - | 16600
No activity file was given, so power comes from the tool's default toggle rates.
