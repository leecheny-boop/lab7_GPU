## /design/flow/config.mk

```make
export PLATFORM = sky130hd
export DESIGN_NAME = bf16_add
export DESIGN_NICKNAME = bf16_add
export VERILOG_FILES = /design/flow/design.v
export SDC_FILE = /design/flow/constraint.sdc
export NUM_CORES = 4
export LEC_CHECK = 1
export CORE_UTILIZATION = 40
```

## /design/flow/constraint.sdc

```tcl
current_design bf16_add

set clk_period 27.1
set clk_io_pct 0.2

create_clock -name clk0 -period $clk_period

set non_clock_inputs [all_inputs -no_clocks]
set_input_delay [expr $clk_period * $clk_io_pct] -clock clk0 $non_clock_inputs
set_output_delay [expr $clk_period * $clk_io_pct] -clock clk0 [all_outputs]
```

## /design/flow/design.v

```verilog
module bf16_add(
    input  [15:0] a,
    input  [15:0] b,
    output [15:0] out
);
    wire [7:0] exp_a  = a[14:7];
    wire [6:0] frac_a = a[6:0];
    wire [7:0] exp_b  = b[14:7];
    wire [6:0] frac_b = b[6:0];
    wire a_is_zero = (a[14:0] == 15'd0);
    wire b_is_zero = (b[14:0] == 15'd0);
    wire [7:0] mant_a = {1'b1, frac_a};
    wire [7:0] mant_b = {1'b1, frac_b};
    wire a_is_larger = (exp_a >= exp_b);
    wire [7:0] max_exp = a_is_larger ? exp_a : exp_b;
    wire [7:0] min_exp = a_is_larger ? exp_b : exp_a;
    wire [7:0] exp_diff = max_exp - min_exp;
    wire [7:0] large_mant = a_is_larger ? mant_a : mant_b;
    wire [7:0] small_mant = a_is_larger ? mant_b : mant_a;
    wire [7:0] shifted_small_mant = 
              (exp_diff >= 8) ? 8'd0 : (small_mant >> exp_diff);
    wire [8:0] sum_mant = large_mant + shifted_small_mant;
    wire norm_shift = sum_mant[8];
    wire [6:0] final_frac = norm_shift ? sum_mant[7:1] : sum_mant[6:0];
    wire [8:0] new_exp_raw = max_exp + norm_shift;
    wire overflow = (new_exp_raw >= 9'd255);
    wire [7:0] final_exp = overflow ? 8'hFF : new_exp_raw[7:0];
    assign out =
          a_is_zero ? b :
          b_is_zero ? a :
          overflow  ? {1'b0, 8'hFF, 7'd0} :
          {1'b0, final_exp, final_frac};
endmodule
```

## /design/flow/run.sh

```bash
#!/bin/bash
# OpenROAD 26Q1-2900-gdf79404cd8, Yosys 0.63+post, stock flow scripts
make -C /OpenROAD-flow-scripts/flow DESIGN_CONFIG=/design/flow/config.mk WORK_HOME=/design/flow/orfs finish
```

==> metrics.txt <==
# HELP chip_impl_metric Implementation results
# TYPE chip_impl_metric gauge
chip_impl_metric{name="ios",unit=""} 48
chip_impl_info{name="timing_worst_setup_path_type",value="in -> out"} 1
chip_impl_metric{name="grt_antenna_before_repair",unit=""} 0
chip_impl_metric{name="logic_area",unit="mm2"} 0.00207
chip_impl_metric{name="routability_cong",unit=""} 0.913
chip_impl_info{name="crit_path_frequent_cell",value="ha_1"} 1
chip_impl_metric{name="drt-pass1-iter-count",unit=""} 5
chip_impl_info{name="setup.worst_path.start_class",value="input port"} 1
chip_impl_metric{name="n_antenna_cell",unit=""} 0
chip_impl_metric{name="avgRoutedWirePerCell",unit="um"} 16.9
chip_impl_metric{name="power.total",unit="W"} 0.0000683
chip_impl_metric{name="power_frac_comb",unit="%"} 100.0
chip_impl_info{name="hold_path.class",value="in -> out"} 1
chip_impl_info{name="synth.cells.most_frequent",value="nand2_1, nor2_1, mux2i_1"} 1
chip_impl_metric{name="vias",unit=""} 2603
chip_impl_metric{name="postSynthSeqShare",unit="%"} 0
chip_impl_metric{name="switching_share",unit="%"} 53.9
chip_impl_metric{name="worst-slew-pin-transition",unit="ps"} 757
chip_impl_metric{name="regArea",unit="um2"} 0
chip_impl_metric{name="place.port_buffers",unit=""} 48
chip_impl_metric{name="setup-violations-final",unit=""} 0
chip_impl_metric{name="finalSetupTns",unit="ps"} 0
chip_impl_metric{name="peak_per_stage_delay_on_the_critical_path",unit="ps"} 670
chip_impl_metric{name="die_width",unit="um"} 76.8
chip_impl_metric{name="cts.hold.buffers_added",unit=""} 0
chip_impl_metric{name="drv_cap",unit=""} 0
chip_impl_metric{name="count_of_warning_messages_emitted_by_the_tools",unit=""} 32
chip_impl_metric{name="floorplan.rows",unit=""} 26
chip_impl_metric{name="internal-power",unit="W"} 0.0000315
chip_impl_metric{name="detail_route.iter0.violations",unit=""} 139
chip_impl_metric{name="synth_cell_types",unit=""} 56
chip_impl_metric{name="synthCells",unit=""} 333
chip_impl_info{name="yosysMostFrequentCell",value="nand2_1"} 1
chip_impl_metric{name="cts_resized",unit=""} 0
chip_impl_metric{name="post_synth_instance_area",unit="mm2"} 0.00224
chip_impl_metric{name="drt.antenna.violating_nets",unit=""} 0
chip_impl_info{name="synth.top_cells.by_area",value="ha_1, mux2i_1, nand2_1, xnor2_1, nor2_1"} 1
chip_impl_info{name="yosys.area.top_type",value="ha_1"} 1
chip_impl_metric{name="total_switching_power",unit="W"} 0.0000368
chip_impl_metric{name="clock_power_share",unit="%"} 0
chip_impl_metric{name="design.core.area",unit="mm2"} 0.00524
chip_impl_metric{name="post_route_cells_drive_above_1_share",unit="%"} 5.19
chip_impl_metric{name="drv_slew",unit=""} 0
chip_impl_metric{name="top_cell_area_share",unit="%"} 10.1
chip_impl_metric{name="fin_ws",unit="ps"} 7840
chip_impl_metric{name="floorplan.core_util",unit="%"} 42.7
chip_impl_metric{name="pwr-share-seq",unit="%"} 0
chip_impl_metric{name="layout_min_cycle_time",unit="ps"} 19260
chip_impl_metric{name="route.final.wire_length",unit="mm"} 7.37
chip_impl_metric{name="post_cts_setup_buffer_count",unit=""} 0
chip_impl_metric{name="worst-endpoint-arrival",unit="ps"} 13840
chip_impl_metric{name="area_delta_synth_final",unit="%"} 21.5
chip_impl_metric{name="crit_required",unit="ps"} 21680
chip_impl_metric{name="ys_cells",unit=""} 333
chip_impl_metric{name="maximum_number_of_pins_on_one_net_before_global_route_repair",unit=""} 25
chip_impl_metric{name="track_usage",unit="%"} 25.9
chip_impl_metric{name="ir_drop",unit="V"} 0.0000121
chip_impl_info{name="outcome",value="finished, final reports clean"} 1
chip_impl_info{name="setup_repair_after_global_routing_missed_its_margin",value="no"} 1
chip_impl_metric{name="grt.overflow.total",unit=""} 0
chip_impl_metric{name="wire_length_of_the_first_global_routing_pass",unit="mm"} 12.2
chip_impl_info{name="crit_path_end_kind",value="output pin"} 1
chip_impl_metric{name="leakage",unit="nW"} 1.14
chip_impl_metric{name="worst-path-max-fanout",unit=""} 24
chip_impl_metric{name="final.fill_count",unit=""} 533
chip_impl_metric{name="die_y",unit="um"} 76.8
chip_impl_metric{name="power.density",unit="mW/mm2"} 25.1
chip_impl_metric{name="post-route-drc-count",unit=""} 0
chip_impl_metric{name="maxClockFrequency",unit="GHz"} 0.0519
chip_impl_metric{name="sequential_cell_total",unit=""} 0
chip_impl_metric{name="synthesis.yosys.warnings",unit=""} 0
chip_impl_metric{name="pre_cts_slack",unit="ps"} 7880
chip_impl_metric{name="detailed_place_hpwl",unit="mm"} 6.02
chip_impl_metric{name="slew_headroom",unit="%"} 49.4
chip_impl_metric{name="floorplan_die_area",unit="mm2"} 0.00589
chip_impl_metric{name="hold_viol_final",unit=""} 0
chip_impl_metric{name="synth.avg_cell_area",unit="um2"} 6.71
chip_impl_info{name="crit_path_top_delay_cell",value="clkdlybuf4s50_1"} 1
chip_impl_metric{name="synth.yosys.chip_area",unit="mm2"} 0.00224
chip_impl_metric{name="first_global_vias",unit=""} 2388
chip_impl_metric{name="vias_per_cell",unit=""} 5.97
chip_impl_metric{name="final_min_period_over_clock_period",unit="%"} 71.1
chip_impl_metric{name="final.clkbuf_count",unit=""} 0
## critical path, delay by kind of cell
| kind | cells | cell delay, ps |
|---|---|---|
| buffers and inverters | 4 | 1320 |
| AOI/OAI and AO/OA | 14 | 3010 |
| xor gates and xnor gates | 1 | 140 |
| and+or+nand+nor | 13 | 2270 |
| muxes | 1 | 390 |
| adders and majority gates | 5 | 1290 |
## stage by stage
stage / util [%] / instances / hold slack, ps / area (um2)
2_1_floorplan: - / 333 / 10890 / 2240
3_3_place_gp: 51.9 / 436 / 11710 / 2720
4_1_cts: 51.9 / 436 / 11720 / 2720
6_report: 51.9 / 436 / 11720 / 2720
5_1_grt: 51.9 / 436 / 11770 / 2720
3_5_place_dp: 51.9 / 436 / 11710 / 2720
## layout by cell type (no fill, tap or decap), types with 8 or more instances in the layout
cell type | synthesis | routed
nor2_1 | 26 | 26
nand2_1 | 52 | 52
o21ai_0 | 13 | 13
ha_1 | 18 | 18
inv_1 | 19 | 19
nor3_1 | 14 | 14
a21oi_1 | 17 | 17
nand4_1 | 8 | 8
o211ai_1 | 10 | 10
mux2i_1 | 20 | 20
clkdlybuf4s50_1 | 0 | 48
xnor2_1 | 12 | 12
## final cells by class
type / count / share of cell area [%]
multi-input cells: 298 / 76.2
repair buffers: 49 / 18.0
well taps: 70 / 3.22
inverters: 19 / 2.63
## kinds of logic after synthesis
group,share of synthesized area [%]
compound gates,34.8
simple gates,29.6
mux,9.46
fa+ha+maj,11.0
xor+xnor,7.72
buf+inv,7.44
## final timing paths
path,end,cells past startpoint,slack [ps],startpoint
worst max-delay path,out[5],38,7840,b[9]
worst min-delay path,out[15],4,11720,b[15]
## power groups by stage
stage	Clock (W)	Combinational (W)	Sequential (W)
4_1_cts	0	0.0000677	0
5_1_grt	0	0.0000753	0
6_report	0	0.0000683	0
## layer usage
metal  vias to the layer above  GRT usage [%]  part of all wire [%]
li1                       1322              -                     -
met1                      1174           41.1                    51
met2                       103           39.0                    41
met3                         4           1.33                   6.9
met4                         0           3.27                  0.65
met5                         -              0                     0
Power and IR drop assume default switching activity.
